File: ./design.v
module InputsBotao(clock,w,a,s,d,direcao);
input clock,w,a,s,d;
output reg [3:0] direcao;
initial
begin
 direcao = 4'b0001;
end
always@(posedge clock)
begin
if(w == 1 && direcao != 4'b0100) begin
direcao <= 4'b0001;  
end 
else if(a == 1 && direcao != 4'b1000) begin 
direcao <= 4'b0010;  
end 
else if(s == 1 && direcao != 4'b0001) begin 
direcao <= 4'b0100;  
end 
else if(d == 1 && direcao != 4'b0010) begin 
direcao <= 4'b1000;  
end
else begin 
direcao <= direcao;  
end 
end 
endmodule
File: ./run.sh
#!/bin/bash
# OpenROAD 26Q1-2900-gdf79404cd8, Yosys 0.63+post, stock flow scripts
make -C /OpenROAD-flow-scripts/flow DESIGN_CONFIG=/design/flow/config.mk WORK_HOME=/design/flow/orfs finish
File: ./config.mk
export PLATFORM = sky130hd
export DESIGN_NAME = InputsBotao
export DESIGN_NICKNAME = InputsBotao
export VERILOG_FILES = /design/flow/design.v
export SDC_FILE = /design/flow/constraint.sdc
export NUM_CORES = 4
export LEC_CHECK = 1
export CORE_AREA = 10 10 70 70
export DIE_AREA = 0 0 80 80
File: ./constraint.sdc
current_design InputsBotao

set clk_period 1.7
set clk_io_pct 0.2

create_clock -name clk0 -period $clk_period [get_ports {clock}]

set non_clock_inputs [all_inputs -no_clocks]
set_input_delay [expr $clk_period * $clk_io_pct] -clock clk0 $non_clock_inputs
set_output_delay [expr $clk_period * $clk_io_pct] -clock clk0 [all_outputs]
==> run summary <==
Status = finished, final reports clean
Worst setup path class = flip-flop to output pin
H-tree depth = 1
Yosys cell types = 19
Die H = 80 um
Final setup TNS = 0 ns
PostCTS Resize Cnt = 0
Internal power = 215 uW
Sw Ratio = 0.252
# Post-CTS Setup Buffers = 0
Most frequent logic cells in the routed design = clkdlybuf4s50_1, inv_1, dfxtp_1
Pin count of the biggest net entering global routing = 11
Leakage = 0.000148 uW
Global-route wire length before repair = 1.08 mm
Diodes inserted = 0
Worst skew pair latency = 0.23 ns
Initial antenna violation count = 0
Wire per inst = 7.89 um
Pwr Density = 697 mW/mm^2
DIE WIDTH = 80 um
Sequential power share = 0.412
MaxCap Viol Count = 0
Chip area = 0.00640 sq mm
Period minus WS final = 1.63 ns
Gate power share = 0.190
Starting Density = 0.0802
RSZ-0062 raised after global routing = false
Pre-CTS setup slack = 0.305 ns
Area delta synth->final = 50.2%
Worst Hold Class = flip-flop to flip-flop
Reg area = 80.1 sq um
DRT Pass-1 Iters = 4
Vias post-DR = 292
# port buffers = 8
Cells after synthesis = 34
Relative slew slack = 0.765
GR Overflow Total = 0
GP Congestion = 0.827
Largest regs = direcao: 4 flops
Critical Path Fanout Max = 10
Clock network fraction of total power = 0.398
Tool warnings = 25
Maximum clock frequency = 613 MHz
Yosys stat area = 274 sq um
Max incr delay on CP = 0.54 ns
Clock skew = 0.00437 ns
Comb area = 153 sq um
CTS tree = built
Antenna viol nets, final = 0
Mapped Avg Cell Area = 8.06 sq um
Fill count = 400
Row Count = 21
Crit path DRT = 1.36 ns
Post-Route WL = 702 um
Post-route DRC = 0
Vias in the first global route = 258
Most frequent logic cell in the layout = clkdlybuf4s50_1
Initial drt markers = 41
Critical path arrival = 1.29 ns
Power, Total = 287 uW
Seq share, synth = 0.292
Total Routing Usage GR = 0.0201
Core area = 0.00342 sq mm
Mapped Area = 274 sq um
Fin crit share = 0.959
R2R Setup Slk = 0.61 ns
Sink Count = 4
Hold Buf Count CTS = 0
WP buf/inv = 1
IO Count = 9
Main flop type after synthesis = dfxtp_1
CTS Root Cell = clkbuf_4
Fraction of layout cells with a size suffix above 1 = 0.140
Yosys reg bits = 4
Clock transition at path regs = 0.04 ns
Final hold violation count = 0
Top reg by flops = direcao
Slew Viols, Final = 0
Number of synthesized flops with an enable pin = 0
Number of cells on the worst reg-to-reg path = 3
Min-Delay Path Depth = 2
Yosys cell count = 34
Ys async rst share = 0
Vias per inst = 3.28
Critical path's slowest cell = clkdlybuf4s50_1
Clock buffer count from CTS = 3
Peak supply drop = 0.000189 V
Switching pwr = 72.2 uW
Worst Tran Pin Value = 0.353 ns
Number of flip-flops in the largest register = 4
Syn. warnings = 1
Startpoint Class = flip-flop
CP endpoint kind = output pin
Final tally of setup violations = 0
Crit path cell chain = clkdlybuf4s50_1
Crit. path cell count = 1
Max Root-Sink Buffers = 2
PnR worst setup slack = 0.0694 ns
Top cell family by delay on the critical path = buffers and inverters
Post-DP HPWL = 541 um
through the flow:
stage | instance area (sq um) | util | hold slack, ns | instances
3_3_place_gp | 389 | 0.114 | 0.621 | 86
5_1_grt | 412 | 0.121 | 0.657 | 89
3_5_place_dp | 389 | 0.114 | 0.617 | 86
2_1_floorplan | 274 | - | 0.466 | 34
4_1_cts | 412 | 0.121 | 0.627 | 89
6_report | 412 | 0.121 | 0.629 | 89
path summary, 6_finish.rpt:
check / from / to
min reg2reg: direcao[0]$_SDFFE_PP1P_ / direcao[3]$_SDFFE_PP0P_
max: direcao[3]$_SDFFE_PP0P_ / direcao[3]
max reg2reg: direcao[3]$_SDFFE_PP0P_ / direcao[2]$_SDFFE_PP0P_
min: direcao[0]$_SDFFE_PP1P_ / direcao[3]$_SDFFE_PP0P_
worst min-delay path: cells and delay by family (launching register included):
| kind | cells | cell delay, ns |
|---|---|---|
| DFF | 1 | 0.37 |
| and+or+nand+nor | 1 | 0.12 |
| AOI/OAI and AO/OA | 1 | 0.09 |
power groups by stage:
stage | registers, uW | logic (uW) | clock network (uW)
6_report | 118 | 54.5 | 114
4_1_cts | 118 | 55.2 | 119
5_1_grt | 119 | 60.6 | 127
Yosys cell counts (all sizes together), types with 2 or more instances:
cell type	count	area, sq um
inv	5	18.8
dfxtp	4	80.1
nor2	3	11.3
o21ai	3	15.0
o31ai	3	22.5
buf	2	22.5
nand2	2	7.51
nor3b	2	25.0
logic make-up (layout without fill, tap and decap cells):
kind of cell / after synthesis / after routing / synth area share
and+or+nand+nor: 10 / 10 / 0.224
buffers and inverters: 7 / 16 / 0.151
DFF: 4 / 4 / 0.292
AOI/OAI and AO/OA: 13 / 13 / 0.333
layer usage:
metal,GRT usage,wire (um)
met1,0.0219,288
met2,0.0337,370
met3,0.0114,43
met4,0.00352,0
met5,0,0
cell type report:
class,count,area share
multi-input combinational,23,0.371
sequential,4,0.195
timing repair buffer,8,0.195
tap,46,0.140
clock buffer,3,0.0547
inverter,5,0.0456
Power figures rest on the tool's default switching activity, not on a simulated workload.
